File: /design/flow/config.mk
export PLATFORM = sky130hd
export DESIGN_NAME = execute_unit
export DESIGN_NICKNAME = execute_unit
export VERILOG_FILES = /design/flow/design.v
export SDC_FILE = /design/flow/constraint.sdc
export NUM_CORES = 4
export LEC_CHECK = 1
export CORE_UTILIZATION = 40
File: /design/flow/constraint.sdc
current_design execute_unit

set clk_period 8.8
set clk_io_pct 0.2

create_clock -name clk0 -period $clk_period [get_ports {clk}]

set non_clock_inputs [all_inputs -no_clocks]
set_input_delay [expr $clk_period * $clk_io_pct] -clock clk0 $non_clock_inputs
set_output_delay [expr $clk_period * $clk_io_pct] -clock clk0 [all_outputs]
File: /design/flow/design.v
module execute_pipeline_unit(
    input clk,
    input rst_n,
    input [31:0] instr_in,
    input branch_in,
    input sel_stall,
    input [6:0] pc_in,
    output [3:0] cond,       
    output [6:0] opcode,     
    output [3:0] rn,         
    output [3:0] rs,         
    output [3:0] rm,         
    output [4:0] imm5,       
    output branch_value,
    output [31:0] instr_output,
    output [6:0] pc_out
);
localparam [31:0] NOP = 32'b1110_00110010_0000_11110000_00000000;
reg [31:0] instr_reg;
reg branch_value_reg;
wire [3:0] cond_out, rn_out, rs_out, rm_out;
wire [4:0] imm5_out;
wire [6:0] opcode_out;
wire [31:0] instr_decoder_in;
reg [6:0] pc_reg;
assign cond = cond_out;
assign opcode = opcode_out;
assign rn = rn_out; 
assign rs = rs_out;
assign rm = rm_out;
assign imm5 = imm5_out;
assign branch_value = branch_value_reg;
assign instr_output = instr_decoder_in;
assign pc_out = pc_reg; 
idecoder decoder(
    .instr(instr_decoder_in),
    .cond(cond_out),
    .opcode(opcode_out),
    .en_status(),
    .rn(rn_out),
    .rd(),
    .rs(rs_out),
    .rm(rm_out),
    .shift_op(),
    .imm5(imm5_out),
    .imm12(),
    .imm_branch(),
    .P(),
    .U(),
    .W()
);
assign instr_decoder_in = instr_reg;
always_ff @( posedge clk or negedge rst_n) begin
    if (~rst_n) begin
        instr_reg <= NOP;
    end else begin
        if (sel_stall == 1'b0) begin
            instr_reg <= instr_in;
        end
    end
end
always_ff @( posedge clk or negedge rst_n) begin
    if (~rst_n) begin
        branch_value_reg <= 0;
    end else begin
        if (sel_stall == 1'b1) begin
            branch_value_reg <= branch_value_reg;
        end else begin
            branch_value_reg <= branch_in;
        end
    end
end
always_ff @( posedge clk or negedge rst_n) begin
    if (~rst_n) begin
        pc_reg <= 7'd0;
    end else begin
        pc_reg <= pc_in;
    end
end
endmodule: execute_pipeline_unit
module execute_unit(
    input clk,
    input rst_n,
    input [31:0] instr_in,
    input branch_in,
    input [6:0] pc_in,
    output [6:0] opcode,     
    output [3:0] rn,         
    output [3:0] rs,         
    output [3:0] rm,         
    output [4:0] imm5,       
    output branch_value,
    output [31:0] instr_output,
    output [6:0] pc_out,
    input [3:0] rn_memory,                   
    input [3:0] rd_memory,                   
    input [6:0] opcode_memory,               
    input [1:0] sel_w_addr1_memory,                
    input [3:0] rt_memory_wait,              
    input [6:0] opcode_memory_wait,          
    input [3:0] rt_writeback,                
    input [6:0] opcode_writeback,            
    output [1:0] sel_A_in,
    output [1:0] sel_B_in,
    output [1:0] sel_shift_in,
    output sel_shift,
    output en_A,
    output en_B,
    output en_S,
    output stall_pc
);
localparam [6:0] opcode_NOP = 7'b0100000;
localparam [31:0] instr_NOP = 32'b1110_00110010_0000_11110000_00000000;
reg [1:0] sel_A_in_reg;
reg [1:0] sel_B_in_reg;
reg [1:0] sel_shift_in_reg;
reg sel_shift_reg;
reg en_A_reg;
reg en_B_reg;
reg en_S_reg;
reg stall_pc_reg;
assign sel_A_in = sel_A_in_reg;
assign sel_B_in = sel_B_in_reg;
assign sel_shift_in = sel_shift_in_reg;
assign sel_shift = sel_shift_reg;
assign en_A = en_A_reg;
assign en_B = en_B_reg;
assign en_S = en_S_reg;
assign stall_pc = stall_pc_reg;
wire [3:0] cond_out;
wire [6:0] opcode_out;
wire [3:0] rn_out;
wire [3:0] rs_out;
wire [3:0] rm_out;
wire [4:0] imm5_out;
wire branch_value_out;
wire [31:0] instr_out;
assign opcode = opcode_out;
assign rn = rn_out;
assign rs = rs_out;
assign rm = rm_out;
assign imm5 = imm5_out;
assign branch_value = branch_value_out;
assign instr_output = (stall_pc_reg == 1'b1)? instr_NOP : instr_out;    
execute_pipeline_unit execute_pipeline_unit(
    .clk(clk),
    .rst_n(rst_n),
    .instr_in(instr_in),
    .branch_in(branch_in),
    .sel_stall(stall_pc_reg),
    .pc_in(pc_in),
    .cond(cond_out),
    .opcode(opcode_out),
    .rn(rn_out),
    .rs(rs_out),  
    .rm(rm_out),
    .imm5(imm5_out),
    .branch_value(branch_value_out),
    .instr_output(instr_out),
    .pc_out(pc_out)
);
always_comb begin
    sel_A_in_reg = 2'b00;
    sel_B_in_reg = 2'b00;
    sel_shift_in_reg = 2'b00;
    sel_shift_reg = 1'b0;
    en_A_reg = 1'b0;
    en_B_reg = 1'b0;
    en_S_reg = 1'b0;     
    stall_pc_reg = 1'b0;
    if (opcode_out != opcode_NOP && ((!opcode_out[6] && opcode_out[3:0] != 4'b0000) || opcode_out[6:5] == 2'b11)) begin      
        if (opcode_memory != opcode_NOP                                                                                      
            && ((sel_w_addr1_memory == 2'b10 && rn_out == rn_memory)                                                         
            || (!opcode_memory[6] && rn_out == rd_memory))) begin                                                            
            sel_A_in_reg = 2'b01;     
        end else if (opcode_writeback != opcode_NOP                                                                         
            && (opcode_writeback[6:4] == 3'b110 || opcode_writeback[6:3] == 4'b1000)                                         
            && (rt_writeback == rn_out)) begin                                                                              
            sel_A_in_reg = 2'b10;     
        end
    end
    if ((!opcode_out[6] && opcode_out[4]) || (opcode_out[6:5] == 2'b11 && opcode_out[3]) || (opcode_out[6:2] == 5'b10010 && opcode_out[0])) begin    
        if (opcode_memory != opcode_NOP 
            && ((sel_w_addr1_memory == 2'b10 && rm_out == rn_memory)
            || (!opcode_memory[6] && rm_out == rd_memory))) begin
            sel_B_in_reg = 2'b01;     
        end else if (opcode_writeback != opcode_NOP                                                                    
            && (opcode_writeback[6:4] == 3'b110 || opcode_writeback[6:3] == 4'b1000)                                   
            && (rt_writeback == rm_out)) begin                                                                         
            sel_B_in_reg = 2'b10;     
        end
    end
    if (opcode_out[6:4] == 3'b011) begin
        if (opcode_memory != opcode_NOP
            && ((sel_w_addr1_memory == 2'b10 && rs_out == rn_memory) 
            || (!opcode_memory[6] && rs_out == rd_memory))) begin
            sel_shift_in_reg = 2'b01;    
        end else if (opcode_writeback != opcode_NOP                                                                    
            && (opcode_writeback[6:4] == 3'b110 || opcode_writeback[6:3] == 4'b1000)                                   
            && (rt_writeback == rs_out)) begin                                                                         
            sel_shift_in_reg = 2'b10;     
        end
    end
    if ((opcode_out != opcode_NOP && ((!opcode_out[6] && opcode_out[3:0] != 4'b0000) || opcode_out[6:5] == 2'b11)                                
            && (((opcode_memory[6:4] == 3'b110 || opcode_memory[6:3] == 4'b1000) && rd_memory == rn_out)                                         
                || ((opcode_memory_wait[6:4] == 3'b110 || opcode_memory_wait[6:3] == 4'b1000) && rt_memory_wait == rn_out)))                     
        || (((!opcode_out[6] && opcode_out[4]) || (opcode_out[6:5] == 2'b11 && opcode_out[3]) || (opcode_out[6:2] == 5'b10010 && opcode_out[0]))   
            && (((opcode_memory[6:4] == 3'b110 || opcode_memory[6:3] == 4'b1000) && rd_memory == rm_out)                                         
                || ((opcode_memory_wait[6:4] == 3'b110 || opcode_memory_wait[6:3] == 4'b1000) && rt_memory_wait == rm_out)))                     
        || ((opcode_out[6:4] == 3'b011)                                                                                                          
            && (((opcode_memory[6:4] == 3'b110 || opcode_memory[6:3] == 4'b1000) && rd_memory == rs_out)                                         
                || ((opcode_memory_wait[6:4] == 3'b110 || opcode_memory_wait[6:3] == 4'b1000) && rt_memory_wait == rs_out)))) begin              
        stall_pc_reg = 1'b1;             
    end
    if (opcode_out[6] == 0 && opcode_out[5:4] != 2'b10 && cond_out != 4'b1111)  begin
        if (opcode_out[4] == 1'b1) begin
            sel_shift_reg = opcode_out[5];
        end
        if (opcode_out[3] == 1'b1) begin
            en_A_reg = 1'b1;
        end
        if (opcode_out[4] == 1'b1) begin
            en_B_reg = 1'b1;
        end
        if (opcode_out[4] == 1'b1) begin
            en_S_reg = 1'b1;
        end
    end else if (opcode_out[6:5] == 2'b11 || opcode_out[6:3] == 4'b1000) begin  
        if (opcode_out[3] == 1'b0) begin
            if (opcode_out[6:4] == 3'b100) begin  
                sel_A_in_reg = 2'b11;        
            end  
            en_A_reg = 1'b1;
        end else begin   
            en_A_reg = 1'b1;
            en_B_reg = 1'b1;
            en_S_reg = 1'b1;
        end
    end else if (opcode_out[6:3] == 4'b1001) begin   
        if (opcode[0] == 1'b0) begin
            sel_A_in_reg = 2'b11;
        end
        sel_shift_reg = 1'b1;
        sel_shift_in_reg = 2'b11;
        if (opcode[0] == 1'b0) begin
            en_A_reg = 1'b1;
        end
        if (opcode_out[0] == 1'b1) begin
            en_B_reg = 1'b1;
        end
        en_S_reg = 1'b1;
    end
end
endmodule: execute_unit
module idecoder(
    input [31:0] instr,      
    output [3:0] cond,       
    output [6:0] opcode,     
    output en_status,        
    output [3:0] rn,         
    output [3:0] rd,         
    output [3:0] rs,         
    output [3:0] rm,         
    output [1:0] shift_op,   
    output [4:0] imm5,       
    output [11:0] imm12,     
    output [31:0] imm_branch,     
    output P,
    output U,
    output W
);
    reg en_status_reg;
    reg [1:0] shift_op_reg;
    reg [3:0] cond_reg, rn_reg, rd_reg, rs_reg, rm_reg;
    reg [6:0] opcode_reg;
    reg [4:0] imm5_reg;
    reg [11:0] imm12_reg;
    reg signed [31:0] imm_branch_reg;
    assign en_status = en_status_reg;
    assign shift_op = shift_op_reg;
    assign cond = cond_reg;
    assign rn = rn_reg;
    assign rd = rd_reg;
    assign rs = rs_reg;
    assign rm = rm_reg;
    assign opcode = opcode_reg;
    assign imm5 = imm5_reg;
    assign imm12 = imm12_reg;
    assign imm_branch = imm_branch_reg;
    assign type_I = instr[25];
    assign type_RS = instr[4];
    assign P = instr[24];
    assign U = instr[23];
    assign W = instr[21];
    always_comb begin
        cond_reg = instr[31:28];
        rn_reg = instr[19:16];
        rd_reg = instr[15:12];
        rs_reg = instr[11:8];
        rm_reg = instr[3:0];
        shift_op_reg = instr[6:5];
        imm5_reg = instr[11:7];
        imm12_reg = instr[11:0];
        imm_branch_reg = {{8{instr[23]}}, instr[23:0]};     
        en_status_reg = instr[20];
        case (instr[27:26])
            2'b00: begin  
                if(instr[27:21] == 7'b0011001) begin  
                    opcode_reg = 7'b0100000; 
                end else if(instr[27:21] == 7'b0001000) begin  
                    opcode_reg = 7'b0101010;
                end else if(instr[27:21] == 7'b0001001) begin  
                    if(instr[5] == 1'b0) begin  
                        opcode_reg = 7'b1001001;
                    end else begin  
                        opcode_reg = 7'b1001011;
                    end
                end else begin
                    if(type_I) begin
                        case(instr[24:21])
                            4'b0100: begin  
                                opcode_reg = 7'b0001000;
                            end
                            4'b0010: begin  
                                opcode_reg = 7'b0001001;
                            end
                            4'b1010: begin  
                                opcode_reg = 7'b0001010;
                            end
                            4'b0000: begin  
                                opcode_reg = 7'b0001011;
                            end
                            4'b1100: begin  
                                opcode_reg = 7'b0001100;
                            end
                            4'b0001: begin  
                                opcode_reg = 7'b0001101;
                            end
                            4'b1101: begin  
                                opcode_reg = 7'b0000000;
                            end
                            default: begin  
                                opcode_reg = 7'b0100000;
                            end
                        endcase
                    end else if(type_RS) begin
                        case(instr[24:21])
                            4'b0100: begin  
                                opcode_reg = 7'b0111000;
                            end
                            4'b0010: begin  
                                opcode_reg = 7'b0111001;
                            end
                            4'b1010: begin  
                                opcode_reg = 7'b0111010;
                            end
                            4'b0000: begin  
                                opcode_reg = 7'b0111011;
                            end
                            4'b1100: begin  
                                opcode_reg = 7'b0111100;
                            end
                            4'b0001: begin  
                                opcode_reg = 7'b0111101;
                            end
                            4'b1101: begin  
                                opcode_reg = 7'b0110000;
                            end
                            default: begin  
                                opcode_reg = 7'b0100000;
                            end
                        endcase
                    end else begin
                        case(instr[24:21])
                            4'b0100: begin  
                                opcode_reg = 7'b0011000;
                            end
                            4'b0010: begin  
                                opcode_reg = 7'b0011001;
                            end
                            4'b1010: begin  
                                opcode_reg = 7'b0011010;
                            end
                            4'b0000: begin  
                                opcode_reg = 7'b0011011;
                            end
                            4'b1100: begin  
                                opcode_reg = 7'b0011100;
                            end
                            4'b0001: begin  
                                opcode_reg = 7'b0011101;
                            end
                            4'b1101: begin  
                                opcode_reg = 7'b0010000;
                            end
                            default: begin  
                                opcode_reg = 7'b0100000;
                            end
                        endcase
                    end 
                end
            end
            2'b10: begin  
                if(instr[25:24] == 4'b10) begin
                    case(instr[31:28])
                        default: begin  
                            opcode_reg = 7'b1001000;
                        end
                    endcase
                end else begin  
                    opcode_reg = 7'b1001010;
                end
            end
            2'b01: begin  
                opcode_reg = {4'b0000, P, U, W};
                if (instr[20] == 1'b1) begin  
                    case (instr[25])
                    1'b0: begin      
                        if (instr[19:16] == 4'b1111) begin
                            opcode_reg[6:3] = 4'b1000;
                        end else begin   
                            opcode_reg[6:3] = 4'b1100;
                        end
                    end
                    default: begin
                        opcode_reg[6:3] = 4'b1101;
                    end
                    endcase
                end else begin  
                    case (instr[25])
                    1'b0: begin      
                        opcode_reg[6:3] = 4'b1110;
                    end
                    default: begin
                        opcode_reg[6:3] = 4'b1111; 
                    end
                    endcase
                end
                end
            default: begin  
                opcode_reg = 7'b0100000;
            end
        endcase
    end
endmodule: idecoder
File: /design/flow/run.sh
#!/bin/bash
# OpenROAD 26Q1-2900-gdf79404cd8, Yosys 0.63+post, stock flow scripts
make -C /OpenROAD-flow-scripts/flow DESIGN_CONFIG=/design/flow/config.mk WORK_HOME=/design/flow/orfs finish
==> flow_summary.ini <==
; yosys + openroad results
[outcome]
status = finished clean

[pwr]
p_total_mw = 0.512
swShare = 0.278
p_seq_frac = 0.425
pwr-share-clk = 0.238
leakage_nw = 1.92
p_switching_mw = 0.142
p_int_mw = 0.370
powerDensity_nw_per_um2 = 109
combPwrFrac = 0.337
peakVddDrop_mv = 0.0607

[route]
wl_mm = 8.56
vias_per_cell = 4.99
detail_route.wl_per_cell_um = 15.7
drt_iter0_drc = 78
drc = 0
drt_pre_antenna_iters = 4
vias = 2721
ant_nets = 0
antennaDiodeCount = 0

[timing]
fin_crit_ns = 6.63
worst_pin_slew_ns = 0.760
fmax_mhz = 151
hold_viol = 0
slew_headroom = 0.493
setup_viol = 0
finalClockPeriodUsage = 0.754
slew_viol_final = 0
fin_skew_ns = 0.00517
rsz0062_at_grt = false
setup_tns_ns = 0

[cts]
cts-hold-fix-buffers = 0
cts_resized = 0
clkSinkCount = 40
clock_latency_ns = 0.29
postCtsSetupBuffers = 0
clkTransAtPathRegs_ns = 0.08
root_buffer = clkbuf_8
cts_tree = built
cts_buffers = 5
clock_path_buffers = 2
h-tree-depth = 2

[yosys]
yosysChipArea_um2 = 3220
synth-seq-cells = 40
synthArstFlopShare = 1.00
synth.distinct_cells = 53
postSynthSeqShare = 0.315
yosysWarnings = 5
synth_stat.cells = 324
edf_count = 0
synthesis.instances = 324
synthesis.area_um2 = 3220
ff_type = dfrtp_1
avgSynthCellArea_um2 = 9.93

[job]
log.warning_count = 35
maxCapViolations = 0

[global_routing]
grt_start_max_net_pins = 41
grtUsageTotal = 0.213
antenna_found_initial = 0
grt_pass1_wl_mm = 13.9
grt_pass1_vias = 2707
grt_overflow = 0

[place]
dp_hpwl_mm = 6.48
io_buffers = 149
placed_area_um2 = 4600
gp_congestion = 0.855
dpl.cell_count = 537

[min_path]
hp-class = flip-flop to flip-flop

[worst_setup_path]
slowest_delay_ns = 0.53
cp_num_buf_inv = 4
worstSetupEndpointType = output port
arrival_ns = 4.87
critPathKind = input pin to output port
critical_path.slowest_cell = buf_4
worstPathCellList = clkdlybuf4s50_1, xnor2_1, nand4_1, o22a_1, o32a_1, o32ai_2, buf_4, nor2_4, buf_4, and2_1, clkdlybuf4s50_1
cp_top_family = buffers and inverters
start_kind = input pin
required_ns = 7.04
cp_max_fo = 38

[floorplan]
row_count = 32
die_width_um = 91.7
die_area_um2 = 8400
die_h_um = 91.7
ios = 156
core_area_um2 = 7770
initial_core_util = 0.414

[layout]
stdcell_count = 545
drive_above_1_share = 0.142
stdcell_area_um2 = 4690
n_fill_cell = 677
area_delta_synth_final_pct = 45.8
utilization = 0.604
largest_register_ffs = 32
worst reg2reg max path: stages, from the launching register on:
cell	delay, ns
dfrtp_1	0.48
inv_1	0.13
ha_1	0.27
inv_1	0.13
nor3b_1	0.07
a32oi_2	0.40
or4b_4	0.56
a311oi_4	0.73
nor2_4	0.27
buf_4	0.37
mux2_4	0.36
through the flow:
stage               setup slack [ns]  hold WS [ns]
floorplan                       3.79         0.458
global placement                2.15         0.486
detailed placement              2.13         0.488
CTS                             2.11         0.508
global route                    1.95         0.519
finish                          2.17         0.506
final cells by class:
| type | instances | area, µm² | share of cell area |
|---|---|---|---|
| inverters | 11 | 41.3 | 0.00880 |
| repair buffers | 152 | 1510 | 0.322 |
| clock buffers | 5 | 68.8 | 0.0147 |
| flip-flops and latches | 40 | 1010 | 0.216 |
| clock inverters | 3 | 18.8 | 0.00400 |
| well taps | 102 | 128 | 0.0272 |
| multi-input cells | 232 | 1910 | 0.408 |
power groups by stage:
stage,registers (mW),clock network [mW],logic [mW]
6_report,0.217,0.122,0.173
5_1_grt,0.220,0.137,0.189
4_1_cts,0.218,0.129,0.174
cells in the mapped netlist (3+ instances only):
| master | n | area share |
|---|---|---|
| nor4_1 | 4 | 0.0078 |
| nand2b_1 | 4 | 0.0078 |
| xnor2_1 | 33 | 0.090 |
| clkbuf_1 | 12 | 0.014 |
| nand3_1 | 7 | 0.011 |
| dfrtp_1 | 30 | 0.23 |
| o21ai_0 | 9 | 0.014 |
| inv_1 | 11 | 0.013 |
| or3_1 | 12 | 0.023 |
| buf_6 | 4 | 0.014 |
| and2_1 | 20 | 0.039 |
| o32ai_1 | 4 | 0.011 |
| buf_2 | 6 | 0.0093 |
| nand4_1 | 7 | 0.014 |
| nand2_1 | 15 | 0.018 |
| dfstp_2 | 10 | 0.082 |
| nor2_1 | 12 | 0.014 |
| xor2_1 | 17 | 0.046 |
| mux2_4 | 30 | 0.14 |
| a22oi_1 | 3 | 0.0070 |
| o22a_1 | 4 | 0.011 |
| nor3_1 | 7 | 0.011 |
| buf_4 | 19 | 0.044 |
| ha_1 | 4 | 0.016 |
| nor2b_1 | 4 | 0.0078 |
kinds of logic (layout without fill, tap and decap cells):
family,Yosys count,count (layout),synth area share
AND-OR/OR-AND,39,39,0.0965
XOR/XNOR,50,50,0.136
adder cells (fa/ha/maj),4,4,0.0156
buffers and inverters,52,171,0.0945
flip-flops,40,40,0.315
multiplexers,33,33,0.151
AND/OR/NAND/NOR,106,106,0.192
layer usage:
layer | global-route usage | routed length, µm | vias up
li1 | - | - | 1347
met3 | 0.0338 | 542 | 10
met5 | 0 | 0 | -
met4 | 0.0212 | 90 | 0
met1 | 0.323 | 3960 | 1263
met2 | 0.344 | 3960 | 101
placed cells by master, fill, tap and decap left out, drive strengths merged, types with 3 or more instances in the layout:
| cell | instances |
|---|---|
| mux2 | 33 |
| dfstp | 10 |
| nand2b | 4 |
| nor2 | 13 |
| xnor2 | 33 |
| buf | 4 |
| clkdlybuf4s50 | 148 |
| inv | 11 |
| and2 | 20 |
| or3 | 12 |
| xor2 | 17 |
| nand4 | 7 |
| nand3 | 7 |
| nor4 | 5 |
| nor2b | 4 |
| dfrtp | 30 |
| clkbuf | 5 |
| nor3 | 7 |
| o22a | 4 |
| clkinv | 3 |
| a22oi | 3 |
| nand2 | 15 |
| o32ai | 4 |
| ha | 4 |
| o21ai | 9 |
final timing paths:
path,startpoint,end,cells past startpoint,slack (ns)
max in group asynchronous,rst_n,execute_pipeline_unit.instr_reg[14],2,6.91
setup reg to reg,execute_pipeline_unit.instr_reg[27],execute_pipeline_unit.branch_value_reg,10,4.92
min in group asynchronous,rst_n,execute_pipeline_unit.instr_reg[23],2,1.51
hold / removal,execute_pipeline_unit.instr_reg[6],execute_pipeline_unit.instr_reg[6],1,0.51
setup / recovery,rd_memory[0],instr_output[18],11,2.17
hold reg to reg,execute_pipeline_unit.instr_reg[6],execute_pipeline_unit.instr_reg[6],1,0.51
Power is estimated from default activity; no workload was simulated.
