<file path="/design/flow/design.v">
module memory_pipeline_unit(
    input clk,
    input rst_n,
    input [31:0] instr_in,
    input branch_ref,
    input branch_in,
    input [6:0] pc_in,
    output [3:0] cond,       
    output [6:0] opcode,     
    output en_status,        
    output [3:0] rn,         
    output [3:0] rd,         
    output [1:0] shift_op,   
    output [11:0] imm12,     
    output [31:0] imm_branch,     
    output P,
    output U,
    output W,
    output [31:0] instr_output,
    output [6:0] pc_out
);
localparam [31:0] NOP = 32'b1110_00110010_0000_11110000_00000000;
reg [31:0] instr_reg;
reg branch_value_reg;
wire [3:0] cond_out, rn_out, rd_out, rs_out, rm_out;
wire [1:0] shift_op_out;
wire [4:0] imm5_out;
wire [11:0] imm12_out;
wire [31:0] imm_branch_out;
wire P_out, U_out, W_out;
wire en_status_out;
wire [6:0] opcode_out;
wire [31:0] instr_decoder_in;
reg [6:0] pc_reg;
assign cond = cond_out;
assign opcode = opcode_out;
assign en_status = en_status_out;
assign rn = rn_out; 
assign rd = rd_out;
assign shift_op = shift_op_out;
assign imm12 = imm12_out;
assign imm_branch = imm_branch_out;
assign P = P_out;
assign U = U_out;
assign W = W_out;
assign instr_output = instr_decoder_in;
assign pc_out = pc_reg;
idecoder decoder(
    .instr(instr_decoder_in),
    .cond(cond_out),
    .opcode(opcode_out),
    .en_status(en_status_out),
    .rn(rn_out),
    .rd(rd_out),
    .rs(),
    .rm(),
    .shift_op(shift_op_out),
    .imm5(),
    .imm12(imm12_out),
    .imm_branch(imm_branch_out),
    .P(P_out),
    .U(U_out),
    .W(W_out)
);
assign instr_decoder_in = (branch_ref == branch_value_reg) ? instr_reg : NOP;
always_ff @( posedge clk or negedge rst_n) begin
    if (~rst_n) begin
        instr_reg <= NOP;
    end else begin
        instr_reg <= instr_in;
    end
end
always_ff @( posedge clk or negedge rst_n) begin
    if (~rst_n) begin
        branch_value_reg <= 0;
    end else begin
        branch_value_reg <= branch_in;
    end
end
always_ff @( posedge clk or negedge rst_n) begin
    if (~rst_n) begin
        pc_reg <= 7'd0;
    end else begin
        pc_reg <= pc_in;
    end
end
endmodule: memory_pipeline_unit
module memory_unit(
    input clk,
    input rst_n,
    input [31:0] instr_in,
    input branch_in,
    input [6:0] pc_in,
    output [3:0] cond,       
    output [6:0] opcode,     
    output [3:0] rn,         
    output [3:0] rd,         
    output [1:0] shift_op,   
    output [11:0] imm12,     
    output [31:0] imm_branch,     
    output [31:0] instr_output,
    output [6:0] pc_out,
    input [31:0] status_reg,
    output [1:0] sel_pc,
    output sel_branch_imm,
    output sel_A,
    output sel_B,
    output [2:0] ALU_op,
    output sel_pre_indexed,
    output en_status,
    output [1:0] sel_w_addr1,
    output w_en1,
    output mem_w_en,
    output is_halt,
    output branch_ref_global
);
wire [3:0] cond_decoded;
wire [6:0] opcode_decoded;
wire en_status_decoded;
wire [3:0] rn_out;
wire [3:0] rd_out;
wire [1:0] shift_op_out;
wire [11:0] imm12_out;
wire [31:0] imm_branch_out;
wire P;
wire U;
wire W;
wire [31:0] instr_out;
assign cond = cond_decoded;
assign opcode = opcode_decoded;
assign rn = rn_out;
assign rd = rd_out;
assign shift_op = shift_op_out;
assign imm12 = imm12_out;
assign imm_branch = imm_branch_out;
assign instr_output = instr_out;
reg branch_ref_new;
assign branch_ref_global = branch_ref_new;
reg branch_ref_global_reg;
reg [1:0] sel_pc_reg;
reg sel_branch_imm_reg;
reg sel_A_reg;
reg sel_B_reg;
reg [2:0] ALU_op_reg;
reg en_status_reg;
reg sel_pre_indexed_reg;
reg [1:0] sel_w_addr1_reg;
reg w_en1_reg;
reg mem_w_en_reg;
reg is_halt_reg;
assign sel_pc = sel_pc_reg;
assign sel_branch_imm = sel_branch_imm_reg;
assign sel_A = sel_A_reg;
assign sel_B = sel_B_reg;
assign ALU_op = ALU_op_reg;
assign en_status = en_status_reg;
assign sel_pre_indexed = sel_pre_indexed_reg;
assign sel_w_addr1 = sel_w_addr1_reg;
assign w_en1 = w_en1_reg;
assign mem_w_en = mem_w_en_reg;
assign is_halt = is_halt_reg;
wire N;
wire Z;
wire C;
wire V;
assign N = status_reg[31];
assign Z = status_reg[30];
assign C = status_reg[29];
assign V = status_reg[28];
localparam [2:0] ADD = 3'b000;
localparam [2:0] SUB = 3'b001;
localparam [2:0] AND = 3'b010;
localparam [2:0] ORR = 3'b011;
localparam [2:0] XOR = 3'b111;
localparam [3:0] CMP = 4'b1010;  
localparam [6:0] HALT = 7'b0101010;
memory_pipeline_unit memory_pipeline_unit(
    .clk(clk),
    .rst_n(rst_n),
    .instr_in(instr_in),
    .branch_ref(branch_ref_global_reg),
    .branch_in(branch_in),
    .pc_in(pc_in),
    .cond(cond_decoded),
    .opcode(opcode_decoded),
    .en_status(en_status_decoded),
    .rn(rn_out),
    .rd(rd_out),
    .shift_op(shift_op_out),
    .imm12(imm12_out),
    .imm_branch(imm_branch_out),
    .P(P),
    .U(U),
    .W(W),
    .instr_output(instr_out),
    .pc_out(pc_out)
);
always_ff @(posedge clk or negedge rst_n) begin
    if (~rst_n) begin
        branch_ref_global_reg <= 1'b0;
    end else begin
        branch_ref_global_reg <= branch_ref_new;
    end
end
always_comb begin
    sel_pc_reg = 2'b00;
    sel_branch_imm_reg = 1'b0;
    sel_A_reg = 1'b0;
    sel_B_reg = 1'b0;
    ALU_op_reg = 3'b000;
    sel_pre_indexed_reg = 1'b0;
    en_status_reg = 1'b0;
    sel_w_addr1_reg = 2'b00;
    w_en1_reg = 1'b0;
    mem_w_en_reg = 1'b0;
    is_halt_reg = 1'b0;
    branch_ref_new = branch_ref_global_reg;
    if (opcode[6] == 0 && opcode[5:4] != 2'b10 && cond_decoded != 4'b1111)  begin
        if (opcode[3] == 1'b0) begin
            sel_A_reg = 1'b1;
        end  
        if (opcode[4] == 1'b0) begin
            sel_B_reg = 1'b1;
        end  
        case (opcode[2:0])
            3'b000: ALU_op_reg = ADD;
            3'b001: ALU_op_reg = SUB;
            3'b010: ALU_op_reg = SUB;
            3'b011: ALU_op_reg = AND;
            3'b100: ALU_op_reg = ORR;
            3'b101: ALU_op_reg = XOR;
            default: ALU_op_reg = ADD;
        endcase
        en_status_reg = en_status_decoded;
        if (opcode[3:0] != CMP) begin
            w_en1_reg = 1'b1;
        end
        mem_w_en_reg = 1'b0;
    end else if (opcode[6:5] == 2'b11 || opcode[6:3] == 4'b1000) begin  
        sel_A_reg = 1'b0;
        sel_pre_indexed_reg = P;
        if (opcode[3] == 1'b1) begin
            sel_B_reg = 1'b0;
        end else begin
            sel_B_reg = 1'b1;
        end
        case (U)
        1'b0: ALU_op_reg = SUB;
        default: ALU_op_reg = ADD;
        endcase
        en_status_reg = en_status_decoded;
        if (W) begin
            sel_w_addr1_reg = 2'b10;
        end  
        w_en1_reg = W;
        if (opcode[4] == 1'b1) begin     
            mem_w_en_reg = 1'b1;
        end  
    end else if (opcode[6:3] == 4'b1001) begin   
        if ((cond_decoded == 4'b0000 && Z) || 
            (cond_decoded == 4'b0001 && ~Z) || 
            (cond_decoded == 4'b0010 && C) || 
            (cond_decoded == 4'b0011 && ~C) || 
            (cond_decoded == 4'b0100 && N) || 
            (cond_decoded == 4'b0101 && ~N) || 
            (cond_decoded == 4'b0110 && V) || 
            (cond_decoded == 4'b0111 && ~V) || 
            (cond_decoded == 4'b1000 && C && ~Z) || 
            (cond_decoded == 4'b1001 && ~C || Z) || 
            (cond_decoded == 4'b1010 && N == V) || 
            (cond_decoded == 4'b1011 && N != V) || 
            (cond_decoded == 4'b1100 && (~Z && (N == V))) || 
            (cond_decoded == 4'b1101 && (Z || (N != V))) || 
            (cond_decoded == 4'b1110)) begin
            sel_pc_reg = 2'b11;
            branch_ref_new = ~branch_ref_global_reg;
        end else begin
            sel_pc_reg = 2'b00;
        end
        if (opcode[0] == 1'b1) begin
            sel_A_reg = 1'b1;
        end
        if (opcode[0] == 1'b1) begin
            sel_B_reg = 1'b0;
        end else begin
            sel_B_reg = 1'b1;
            sel_branch_imm_reg = 1'b1;
        end
        if (opcode[1] == 1'b1) begin
            sel_w_addr1_reg = 2'b01;
            w_en1_reg = 1'b1;
        end
    end else if (opcode == HALT) begin
        sel_pc_reg = 2'b01;
        is_halt_reg = 1'b1;
        branch_ref_new = ~branch_ref_global_reg;
    end
end
endmodule: memory_unit
module idecoder(
    input [31:0] instr,      
    output [3:0] cond,       
    output [6:0] opcode,     
    output en_status,        
    output [3:0] rn,         
    output [3:0] rd,         
    output [3:0] rs,         
    output [3:0] rm,         
    output [1:0] shift_op,   
    output [4:0] imm5,       
    output [11:0] imm12,     
    output [31:0] imm_branch,     
    output P,
    output U,
    output W
);
    reg en_status_reg;
    reg [1:0] shift_op_reg;
    reg [3:0] cond_reg, rn_reg, rd_reg, rs_reg, rm_reg;
    reg [6:0] opcode_reg;
    reg [4:0] imm5_reg;
    reg [11:0] imm12_reg;
    reg signed [31:0] imm_branch_reg;
    assign en_status = en_status_reg;
    assign shift_op = shift_op_reg;
    assign cond = cond_reg;
    assign rn = rn_reg;
    assign rd = rd_reg;
    assign rs = rs_reg;
    assign rm = rm_reg;
    assign opcode = opcode_reg;
    assign imm5 = imm5_reg;
    assign imm12 = imm12_reg;
    assign imm_branch = imm_branch_reg;
    assign type_I = instr[25];
    assign type_RS = instr[4];
    assign P = instr[24];
    assign U = instr[23];
    assign W = instr[21];
    always_comb begin
        cond_reg = instr[31:28];
        rn_reg = instr[19:16];
        rd_reg = instr[15:12];
        rs_reg = instr[11:8];
        rm_reg = instr[3:0];
        shift_op_reg = instr[6:5];
        imm5_reg = instr[11:7];
        imm12_reg = instr[11:0];
        imm_branch_reg = {{8{instr[23]}}, instr[23:0]};     
        en_status_reg = instr[20];
        case (instr[27:26])
            2'b00: begin  
                if(instr[27:21] == 7'b0011001) begin  
                    opcode_reg = 7'b0100000; 
                end else if(instr[27:21] == 7'b0001000) begin  
                    opcode_reg = 7'b0101010;
                end else if(instr[27:21] == 7'b0001001) begin  
                    if(instr[5] == 1'b0) begin  
                        opcode_reg = 7'b1001001;
                    end else begin  
                        opcode_reg = 7'b1001011;
                    end
                end else begin
                    if(type_I) begin
                        case(instr[24:21])
                            4'b0100: begin  
                                opcode_reg = 7'b0001000;
                            end
                            4'b0010: begin  
                                opcode_reg = 7'b0001001;
                            end
                            4'b1010: begin  
                                opcode_reg = 7'b0001010;
                            end
                            4'b0000: begin  
                                opcode_reg = 7'b0001011;
                            end
                            4'b1100: begin  
                                opcode_reg = 7'b0001100;
                            end
                            4'b0001: begin  
                                opcode_reg = 7'b0001101;
                            end
                            4'b1101: begin  
                                opcode_reg = 7'b0000000;
                            end
                            default: begin  
                                opcode_reg = 7'b0100000;
                            end
                        endcase
                    end else if(type_RS) begin
                        case(instr[24:21])
                            4'b0100: begin  
                                opcode_reg = 7'b0111000;
                            end
                            4'b0010: begin  
                                opcode_reg = 7'b0111001;
                            end
                            4'b1010: begin  
                                opcode_reg = 7'b0111010;
                            end
                            4'b0000: begin  
                                opcode_reg = 7'b0111011;
                            end
                            4'b1100: begin  
                                opcode_reg = 7'b0111100;
                            end
                            4'b0001: begin  
                                opcode_reg = 7'b0111101;
                            end
                            4'b1101: begin  
                                opcode_reg = 7'b0110000;
                            end
                            default: begin  
                                opcode_reg = 7'b0100000;
                            end
                        endcase
                    end else begin
                        case(instr[24:21])
                            4'b0100: begin  
                                opcode_reg = 7'b0011000;
                            end
                            4'b0010: begin  
                                opcode_reg = 7'b0011001;
                            end
                            4'b1010: begin  
                                opcode_reg = 7'b0011010;
                            end
                            4'b0000: begin  
                                opcode_reg = 7'b0011011;
                            end
                            4'b1100: begin  
                                opcode_reg = 7'b0011100;
                            end
                            4'b0001: begin  
                                opcode_reg = 7'b0011101;
                            end
                            4'b1101: begin  
                                opcode_reg = 7'b0010000;
                            end
                            default: begin  
                                opcode_reg = 7'b0100000;
                            end
                        endcase
                    end 
                end
            end
            2'b10: begin  
                if(instr[25:24] == 4'b10) begin
                    case(instr[31:28])
                        default: begin  
                            opcode_reg = 7'b1001000;
                        end
                    endcase
                end else begin  
                    opcode_reg = 7'b1001010;
                end
            end
            2'b01: begin  
                opcode_reg = {4'b0000, P, U, W};
                if (instr[20] == 1'b1) begin  
                    case (instr[25])
                    1'b0: begin      
                        if (instr[19:16] == 4'b1111) begin
                            opcode_reg[6:3] = 4'b1000;
                        end else begin   
                            opcode_reg[6:3] = 4'b1100;
                        end
                    end
                    default: begin
                        opcode_reg[6:3] = 4'b1101;
                    end
                    endcase
                end else begin  
                    case (instr[25])
                    1'b0: begin      
                        opcode_reg[6:3] = 4'b1110;
                    end
                    default: begin
                        opcode_reg[6:3] = 4'b1111; 
                    end
                    endcase
                end
                end
            default: begin  
                opcode_reg = 7'b0100000;
            end
        endcase
    end
endmodule: idecoder
</file>
<file path="/design/flow/run.sh">
#!/bin/bash
# OpenROAD 26Q1-2900-gdf79404cd8, Yosys 0.63+post, stock flow scripts
make -C /OpenROAD-flow-scripts/flow DESIGN_CONFIG=/design/flow/config.mk WORK_HOME=/design/flow/orfs finish
</file>
<file path="/design/flow/config.mk">
export PLATFORM = sky130hd
export DESIGN_NAME = memory_unit
export DESIGN_NICKNAME = memory_unit
export VERILOG_FILES = /design/flow/design.v
export SDC_FILE = /design/flow/constraint.sdc
export NUM_CORES = 4
export LEC_CHECK = 1
export CORE_AREA = 10 10 115 115
export DIE_AREA = 0 0 125 125
</file>
<file path="/design/flow/constraint.sdc">
current_design memory_unit

set clk_period 4.5
set clk_io_pct 0.2

create_clock -name clk0 -period $clk_period [get_ports {clk}]

set non_clock_inputs [all_inputs -no_clocks]
set_input_delay [expr $clk_period * $clk_io_pct] -clock clk0 $non_clock_inputs
set_output_delay [expr $clk_period * $clk_io_pct] -clock clk0 [all_outputs]
</file>
==> ci_impl_report.md <==
## Synthesis and layout report

| Metric | Value |
|---|---|
| Worst-path clk slew | 0.08 ns |
| Final hold viol count | 0 |
| Routability Congestion | 0.8816 |
| Crit Path Category | reg2out |
| Total GRT Usage | 10.20% |
| Max Root-Sink Buffers | 2 |
| First-pass GRT wire length | 13.22 mm |
| Core Region | 10840 um^2 |
| Cell area leaders | dfrtp_1 (29%), buf_4 (18%), dfstp_2 (10%), and2_1 (4.3%), nor2_1 (2.7%) |
| Synth Flop Type | dfrtp_1 |
| Total wire length | 8.442 mm |
| Clock Skew | 0.003785 ns |
| Setup WS pre-CTS | 0.2652 ns |
| Ant diodes | 0 |
| Initial DRC Count | 74 |
| Worst slew pin tran | 0.6540 ns |
| Clk latency of the worst-skew pair | 0.28 ns |
| Netlist cell types | 56 |
| Initial antenna violation count | 0 |
| Max incr delay on CP | 0.62 ns |
| Critical path cell sequence | or4b_1, a211oi_1, a311oi_2, a2111o_1, nor2b_4, a211o_4, o221ai_2, clkdlybuf4s50_1 |
| Final worst path period share | 95.47% |
| Slew HR | 56.24% |
| Die area | 15630 um^2 |
| EDFF count, synth | 0 |
| Drt pass-1 iters | 4 |
| Endpoints failing setup | 0 |
| Cell Area, Synth | 2635 um^2 |
| # H-tree levels | 2 |
| Top-area cell share | 29.44% |
| Number of routed nets with antenna violations | 0 |
| YS warnings | 5 |
| Yosys cell count | 277 |
| Largest net degree at the start of global routing | 42 |
| CTS tree | built |
| DPL Wire Length | 6.815 mm |
| CTS Root Cell | clkbuf_8 |
| Worst Path Required | 3.60 ns |
| Setup crit end | w_en1 |
| Max Clock Freq | 0.2328 GHz |
| Residual DRC | 0 |
| Flops after synth | 41 |
| Async S/R FF share, synth | 100.0% |
| Hold Path Class | in2async |
| CP max FO | 10 |
| DR vias | 2256 |
| DIE WIDTH | 125 um |
| Yosys stat chip area | 2635 um^2 |
| Layout cells sized above 1 | 12.99% |
| Maxcap violations | 0 |
| DR WL/cell | 16.08 um |
| Pwr dens | 455.8 nW/um^2 |
| Crit path from | memory_pipeline_unit.instr_reg[24] |
| Layout Area Growth over Synthesis | 57.69% |
| Die height | 125 um |
| Setup WS post-layout | 0.2038 ns |
| Synth area leader | dfrtp_1 |
| Mapped Cells | 277 |
| Via density | 4.297 |
| Worst r2r path cells | 10 |
| Synth Seq Share | 39.41% |
| IO Count | 194 |
| IO Port Bufs | 165 |
| Crit. End Element | output pin |
| Data arrival time of the critical path | 3.40 ns |
| FF-to-FF setup slack | 1.84 ns |
| Num CTS Buffers | 5 |
| Gr ovfl total | 0 |
| Cell Rows | 38 |
| Reg2reg start | memory_pipeline_unit.branch_value_reg |
| Gr busiest metal | met2 |
| Number of global-route vias before repair | 2411 |
| Outcome | completed |
| Mean Syn Cell Area | 9.513 um^2 |
| Final TNS setup | 0 ns |
| Tool warnings | 56 |
| CTS Sinks | 41 |
| Worst path slowest cell | dfstp_2 |
| Met1 usage | 12.39% |
| Tmin final | 4.296 ns |
| Final Slew Violations | 0 |
| Leak pwr | 1.632 nW |
| Setup crit start kind | register |
| Max reg flops | 32 |
| Global routing usage on met3 | 6.039% |
| Floorplan utilization | 24.31% |
| M2 GR Usage | 15.95% |
| FF-to-FF End | branch_ref_global_reg |
| RSZ-0062 raised after global routing | no |
| Peak supply drop | 0.2322 mV |
routing by layer:
| layer | wire, um | vias to the layer above |
|---|---|---|
| li1 | - | 1082 |
| met1 | 3325 | 1035 |
| met2 | 3819 | 133 |
| met3 | 1222 | 6 |
| met4 | 74 | 0 |
| met5 | 0 | - |
logic make-up after synthesis:
family                     Yosys count  synth area share, %
AOI/OAI and AO/OA                   42                12.49
xor gates and xnor gates             8                3.229
and+or+nand+nor                     93                20.99
buffers and inverters               89                21.98
adders and majority gates            4                1.899
DFF                                 41                39.41
worst min path at each step:
stage	endpoint
final	memory_pipeline_unit.instr_reg[3]
after global routing	memory_pipeline_unit.instr_reg[9]
after CTS	branch_ref_global_reg
Yosys cell counts, types with 2 or more instances:
master,count
xor2_1,2
buf_4,64
nand2b_1,11
and2_1,18
buf_2,4
and3_1,2
nor4b_1,4
dfstp_2,10
a21oi_1,7
nand2_1,12
a2111o_1,2
dfrtp_1,31
nor2b_1,3
a211oi_1,3
xnor2_1,4
nand3b_1,3
nand4b_1,2
a41oi_1,2
o22ai_1,3
o21ai_0,6
nor4_1,2
nand3_1,2
ha_1,4
a32o_1,3
nor2_1,19
clkbuf_1,9
or3_1,5
inv_1,12
report_power, final:
part	switching (mW)	leakage, nW	internal [mW]
registers	0.0282	0.463	0.396
logic	0.432	1.12	0.807
clock network	0.123	0.0439	0.107
worst max-delay path, delay by kind of cell (launching register included):
family	cells	cell delay, ns
AND/OR/NAND/NOR	2	0.65
flip-flops	1	0.62
buffers and inverters	1	0.49
AND-OR/OR-AND	5	1.36
layout by cell type (no fill, tap or decap), drive strengths merged, types with 5 or more instances in the layout:
master | netlist | final
clkdlybuf4s50 | 0 | 164
nor2 | 19 | 19
buf | 68 | 13
o21ai | 7 | 7
clkbuf | 9 | 5
nand2 | 12 | 12
dfstp | 10 | 10
nand2b | 11 | 11
a21oi | 8 | 8
or3 | 5 | 5
dfrtp | 31 | 31
and2 | 18 | 18
xnor2 | 5 | 5
inv | 12 | 12
timing repair:
item                                    4_1_cts  5_1_grt
pin swaps                                     1        2
hold endpoints to repair                      0        0
resized                                       2       10
endpoints found under the setup margin        1        2
hold buffers                                  0        0
buffers inserted                              1        5
layout make-up:
class | instances | area, um^2
Fill cell | 1068 | 6685
Clock buffer | 5 | 68.82
Tap cell | 140 | 175.2
Timing Repair Buffer | 177 | 1740
Inverter | 12 | 45.04
Clock inverter | 3 | 17.52
Sequential cell | 41 | 1042
Multi-Input combinational cell | 147 | 1066
stage by stage:
stage	total power [mW]	hold slack [ns]	util, %	std cells	cell area (um^2)
5_1_grt	2.067	0.7080	38.33	525	4155
3_3_place_gp	1.650	0.6604	36.70	511	3979
2_1_floorplan	0.9940	0.5551	-	277	2635
4_1_cts	1.910	0.6048	37.60	520	4076
3_5_place_dp	1.653	0.6662	36.70	511	3979
6_report	1.894	0.6665	38.33	525	4155
No activity file was given, so power comes from the tool's default toggle rates.
